--- /design/flow/config.mk ---
export PLATFORM = sky130hd
export DESIGN_NAME = Top
export DESIGN_NICKNAME = Top
export VERILOG_FILES = /design/flow/design.v
export SDC_FILE = /design/flow/constraint.sdc
export NUM_CORES = 4
export LEC_CHECK = 1
export CORE_UTILIZATION = 40
export SYNTH_HDL_FRONTEND = slang
export SYNTH_MEMORY_MAX_BITS = 65536
--- /design/flow/run.sh ---
#!/bin/bash
# OpenROAD 26Q1-2900-gdf79404cd8, Yosys 0.63+post, stock flow scripts
make -C /OpenROAD-flow-scripts/flow DESIGN_CONFIG=/design/flow/config.mk WORK_HOME=/design/flow/orfs finish
--- /design/flow/constraint.sdc ---
current_design Top

set clk_period 5.5
set clk_io_pct 0.2

create_clock -name clk0 -period $clk_period [get_ports {ipClk}]

set non_clock_inputs [all_inputs -no_clocks]
set_input_delay [expr $clk_period * $clk_io_pct] -clock clk0 $non_clock_inputs
set_output_delay [expr $clk_period * $clk_io_pct] -clock clk0 [all_outputs]
--- /design/flow/design.v ---
module ClockDivider#(
    parameter DIVISOR=5
	)(
	input  wire ipClk,
	output reg  opClk
);
reg [31:0] 	clkCounter = 0;
always@(posedge ipClk) begin
	if (clkCounter == DIVISOR) begin
		opClk <= !opClk;
		clkCounter <= 0;
	end else begin
		clkCounter <= clkCounter+1;
    end
end 
endmodule
module 	DAC#(
	parameter WIDTH = 10,
	parameter DEPTH = 1024,
	parameter INIT_F="C:/Users/Willem/Desktop/FYP/Core/RadarApplication/SineLookup.txt"
	)(
	input wire     	   	ipClk, 
	input wire [1:0]  	ipControl,
	input wire		   	ipReset,
	input wire [7:0]   ipStartFreq,
	input wire [7:0]   ipEndFreq,
	input wire [7:0]   ipStep,
	output wire		   	opSCK,
	output reg			opCS,
	output reg			opSDI
);
ClockDivider DAC_Clk(
  .ipClk( ipClk ),
  .opClk( opSCK)
);
logic [WIDTH-1:0] memory [DEPTH];
reg [4:0] 	bitCounter 	= 0;
reg [3:0]	cofigBits	= 4'b0000;  
reg [15:0]	DAC_Data   	= 0;
reg [9:0]  Sine = 10'b0;
reg 		upDown = 0;
reg 		upDownTri=0; 
reg [10:0] sineCounter = 1000;  
reg [7:0] sineStep = 1;
reg [7:0] step =0;
enum{ Busy =0, Stop=1} DacState;  
initial begin	
    $readmemb(INIT_F, memory);
end
always@(negedge opSCK) begin
	case (DacState) 
		Busy : begin
			if (ipControl[0] == 0) begin
				DacState    <= Stop;
			end else if (ipControl[0] == 1) begin
				if (bitCounter < 16) begin
					opCS 		<= 0;
					opSDI <= DAC_Data[bitCounter];
					bitCounter <= bitCounter+1;
				end else begin
					opCS <= 1;
					if (ipControl[1] == 1 ) begin
						if (upDownTri == 0) begin
							if (sineStep+step > ipEndFreq) begin
								upDownTri <= ~upDownTri;
								sineStep <= ipEndFreq;
							end else begin
								sineStep <= sineStep+step;
							end
						end else begin
							if (sineStep-step < ipStartFreq) begin
								upDownTri <= ~upDownTri;
								sineStep <= ipStartFreq;
							end else begin
								sineStep <= sineStep-step;
							end
						end
					end else if (ipControl[1] == 0 ) begin
						sineStep <= sineStep+step;
					    if (sineStep > ipEndFreq) begin
						    sineStep <= ipStartFreq;
					    end
					end
					bitCounter 	<= 0;
					if (upDown == 0) begin
						if(sineCounter < 1000+DEPTH-sineStep) begin
							sineCounter <= sineCounter + sineStep;
						end else begin
							sineCounter <= 1000+DEPTH-1;
							upDown <= ~upDown;
						end
					end else if (upDown == 1) begin
						if(sineCounter > 1000+sineStep) begin
							sineCounter <= sineCounter - sineStep;
						end else begin
							sineCounter <= 1000;
							upDown <= ~upDown;
						end
					end
					Sine <= memory[sineCounter-1000];
					cofigBits 	<= 4'b1100;
					DAC_Data 	<= {2'b00,Sine,cofigBits};
				end
			end
		end
		Stop : begin
			opCS 		<= 1;  
			opSDI <= 0;
			if (ipControl[0] == 1) begin
				sineStep <= ipStartFreq;
				step <= ipStep;
				bitCounter 	<= 0;
				upDown <= 0;
				opCS 		<= 0;
				sineCounter <= 1000;
				Sine <= memory[sineCounter-1000];
				cofigBits 	<= 4'b1100;
				DAC_Data 	<= {2'b00,Sine,cofigBits};
				DacState <= Busy;
			end
		end
		default : DacState <= Stop;
   endcase
end
endmodule
module 	Top(
	input  wire	     ipClk,
	input  wire		 ipnReset,
	input  wire		 ipUART_Rx,
	output wire  	 opUART_Tx,
	output wire[7:0]opSendStatus,
	output wire   	 opDAC_SCK,
	output wire		 opDAC_CS,
	output wire 	 opDAC_SDI
);
reg [1:0]     DAC_control = 2'b00;  
reg [7:0] 	   DAC_StartFreq = 0;
reg [7:0] 	   DAC_EndFreq = 0;
reg [7:0]     DAC_Step = 0;
DAC DAC_Inst(
  .ipClk  		( ipClk 		),
  .ipControl	( DAC_control	),
  .ipReset			( ~ipnReset		),
  .ipStartFreq	  	( DAC_StartFreq ),
  .ipEndFreq    (DAC_EndFreq),
  .ipStep       (DAC_Step),
  .opSCK		( opDAC_SCK		),
  .opCS    		( opDAC_CS 		),
  .opSDI		( opDAC_SDI 	)
);
reg  [7:0]	UART_TxData;
reg       	UART_TxSend;
wire      	UART_TxBusy;	
wire [7:0]	UART_RxData;
wire      	UART_RxValid;
UART2 UART_Inst(
  .ipClk    ( ipClk   ),
  .ipReset  (~ipnReset),
  .ipTxData (  UART_TxData),
  .ipTxSend (  UART_TxSend),
  .opTxBusy (  UART_TxBusy),
  .opTx     (  opUART_Tx  ),
  .ipRx     (  ipUART_Rx	),
  .opRxData (  UART_RxData ),
  .opRxValid(  UART_RxValid)
);
enum{Stop=0, Command=1, StartFreq=2, EndFreq=3, Step=4} PacketState;
reg[7:0] command_Packet = 8'b11111111;
reg[7:0] start_Frequency = 0; 
reg[7:0] end_Frequency = 0;
reg[7:0] step = 0;
reg[7:0] test = 0;
assign opSendStatus = ~test;
always@(posedge ipClk) begin
	case (PacketState) 
		Stop : begin
			case (command_Packet) 
				8'b11111110 : begin
					DAC_StartFreq <= start_Frequency;
					DAC_EndFreq <= end_Frequency;
					DAC_Step <= step;
					DAC_control <= 2'b11;
				end
				8'b00000000 : begin
					DAC_StartFreq <= start_Frequency;
					DAC_EndFreq <= end_Frequency;
					DAC_Step <= step;
					DAC_control <= 2'b01;
				end
				8'b11111101 : begin
					DAC_control <= 2'b00;
				end
			endcase
			if (UART_RxData == 8'b11111111) begin
				PacketState <= Command;
				command_Packet <= 8'b11111111;
				start_Frequency <= 0;
				end_Frequency <= 0;
		    end
		end
		Command : begin
			if (UART_RxData != 8'b11111111) begin
				command_Packet <= UART_RxData;
				PacketState <= StartFreq;
			end
        end
		StartFreq : begin
			if (command_Packet == 8'b11111101) begin
				PacketState <= Stop;
			end else if (UART_RxData != command_Packet) begin
				start_Frequency <= UART_RxData;
				PacketState <= EndFreq;
			end
        end
		EndFreq : begin
			if (UART_RxData != start_Frequency) begin
				end_Frequency <= UART_RxData;
				PacketState <= Step;
			end
        end
		Step : begin
			if (UART_RxData != end_Frequency) begin
				step <= UART_RxData;
				PacketState <= Stop;
			end
		end
		default : PacketState <= Stop;
	endcase
end
endmodule
module 	UART2(
	input  wire	     ipClk,
	input  wire		 ipReset,
	input  wire[7:0]ipTxData,
	input  wire		 ipTxSend,
	output reg 	     opTxBusy,
	output reg       opTx,
	input  wire      ipRx,
	output reg [7:0]opRxData,
	output reg		 opRxValid
);
reg Reset;	                                 
enum{TxIdle=0, Sending=1, TxDone=2} TxState;  
always@(posedge ipClk) Reset <= ipReset;    
reg [8:0] TxBdCount = 0; 				     
reg [7:0] TxData;                           
reg [2:0] TxCount;                          
always@(posedge ipClk) begin
	if(TxBdCount == 433)	TxBdCount <= 0;
 	else					TxBdCount <= TxBdCount +1;
	if(Reset) begin
		opTxBusy <= 0;             
		opTx     <= 1;             
		TxData   <= 8'bxxxx_xxxx;  
		TxCount  <= 3'bxxx;        
		TxState  <= TxIdle;		    
    end else if(TxBdCount == 0) begin
		case(TxState)		
			TxIdle: begin
				TxData  <= ipTxData;
				TxCount <= 0;
				if (ipTxSend == 1) begin
					opTxBusy  <= 1;
				    opTx    <= 0;
					TxState <= Sending;
				end
			end
			Sending: begin
				if (TxCount < 7) begin
					opTx    <= TxData[TxCount];  
					TxCount <= TxCount +1;
				end else begin
					opTx    <= TxData[TxCount];
					TxState <= TxDone;
				end
			end
			TxDone: begin
				opTx <= 1;
				if (~ipTxSend) begin
					TxData <= 8'bxxxx_xxxx;
					opTxBusy <= 0;
					TxState <= TxIdle;
				end
			end
			default: begin
				TxState <= TxIdle;
			end
		endcase
	end	
end	 
enum{RxIdle=0, Receiving=1, RxDone=2} RxState;  
reg [2:0]RxCount;
reg [8:0]RxBdCount = 0;
reg [7:0]RxData = 0;
always@(posedge ipClk) begin
	if(RxBdCount == 433)	RxBdCount <= 0;
 	else					RxBdCount <= RxBdCount +1;
	if (Reset) begin
		opRxData <= 8'h00;
		opRxValid <= 0;
		RxData <= 8'h00;
		RxState <= RxIdle;
	end else if(RxBdCount == 0) begin
		case(RxState)		
			RxIdle: begin
				RxCount <= 0;
				opRxValid <= 0;
				RxData <= 8'hx;
				if (ipRx==0) begin
					RxState <= Receiving;
				end
			end
			Receiving: begin
				if (RxCount < 7) begin
					RxData[RxCount] <= ipRx;
					RxCount <= RxCount +1;
				end else begin
					RxData[RxCount] <= ipRx;
					RxState <= RxDone;
				end
			end
			RxDone: begin
				opRxData <= RxData;
				RxState <= RxIdle;
				opRxValid <= 1;
			end
			default: begin
				RxState <= RxIdle;
			end
		endcase
	end
end  
endmodule
==> out/results.ini <==
[grt]
grt_pass1_wl_um=15410
gr-usage-all-layers_pct=13.82
grt_pass1_vias=3305
antenna_found_initial=0
gr-total-overflow=0
grt_max_degree=27

[timing]
finalSetupTns_ns=0
min_period_ns=2.248
fmax_ghz=0.4448
finalHoldViolations=0
slew_headroom_pct=53.22
worst_clock_skew_ns=0.007288
setup_viol=0
rsz0062_at_grt=false
maxSlewViolCount=0
period_used_pct=40.88
untimed_endpoints=18
unclocked_regs=8
tightest_slew_ns=0.6970

[clock_network]
cts_setup_buffers=0
clk_latency_ns=0.34
clock-root-buffer=clkbuf_16
cts_buffer_depth=2
clk_pin_slew_ns=0.07
cts_hold_buffers=0
cts_made_buffers=9
cts_resized=0
cts_tree=yes
htreeDepth=3

[floorplanning]
core_region_area_mm2=0.01288
fp_util_pct=41.73
ioPinCount=15
dieArea_mm2=0.01390
die_w_um=117.9
fp-row-count=41
die_h_um=117.9

[synthesis]
syn_inst=523
synth-cells-yosys=523
avgSynthCellArea_um2=10.27
yosys_area_mm2=0.005373
area_leaders=dfxtp_1 (28%), edfxtp_1 (24%), xnor2_1 (9.1%), nand3_1 (3.6%), ha_1 (3.0%)
yosys_warnings=9
synth.cell_area_mm2=0.005373
synthDistinctLibCells=48
postSynthSeqShare_pct=51.61
synth-main-ff-cell=dfxtp_1
edf_count=43
synth_async_sr_flop_share_pct=0
yosysTopAreaCell=dfxtp_1
yosysTopAreaCellShare_pct=27.57
synth_flops=117

[route]
drt-pass1-iter-count=4
drt-wirelength-per-cell_um=12.45
via_per_inst=5.036
num_antenna_cells=0
drtAntennaViolNets=0
drt_iter0_markers=246
route.detailed.drc=0
routed_wirelength_um=8664
num_vias=3505

[worst_setup_path]
critPathTopFamily=buffers and inverters
cp.buffers_inverters=1
cp-end-kind=output port
crit_type=flip-flop to output port
crit_fanout=2
required_ns=4.40
critPathSlowestCell=clkdlybuf4s50_1
reg2reg_setup_slack_ns=3.41
slowest_delay_ns=0.47
crit_path_start_kind=flip-flop
critical_path.cell_chain=clkdlybuf4s50_1
arrival_ns=1.15

[layout]
comb_area_mm2=0.002417
drive_gt1_share_pct=4.198
fillers=1192
lay_top_count=dfxtp_1
flop_area_mm2=0.002773
stdcell_area_mm2=0.005789
area_growth_pct=7.755
layout_top_cells=dfxtp_1 (74), xnor2_1 (56), edfxtp_1 (43)

[worst_hold_path]
worst_hold_path_type=flip-flop to flip-flop

[run]
cap_violations=0
tool_warnings=31

[placed_design]
dpl-instance-area_mm2=0.005529
hpwlAfterDp_um=5896
io_buffers=6
gp_congestion=0.8782

[power]
max-vdd-ir-drop_mv=0.1904
finalPower_uw=1735
power_density_mw_per_mm2=299.7
leakage_uw=0.001993

[status]
outcome=completed

[cells in the mapped netlist, types with 13 or more instances]
master,number
nor2_1,35
nand3_1,39
clkbuf_1,16
xor2_1,14
nor3_1,18
and2_1,21
nand4_1,26
edfxtp_1,43
nand2_1,27
ha_1,13
dfxtp_1,74
inv_1,15
xnor2_1,56
a21oi_1,15
[where the power goes]
part / switching (µW) / internal [µW] / leakage, µW
Clock: 277 / 308 / 0.000132
Combinational: 111 / 75.0 / 0.000845
Sequential: 45.0 / 920 / 0.00102
[layer usage]
layer,part of all wire (%),global-route usage (%),wire (µm)
met1,52,22.19,4528
met5,0,0,0
met3,3.7,3.557,320
met4,1.4,1.522,119
met2,43,20.15,3696
[flip-flops by register name (all words and copies together) (netlist names), 3 cells and up]
| name | flops |
|---|---|
| UART_Inst.RxBdCount | 9 |
| UART_Inst.opRxData | 8 |
| UART_Inst.TxCount | 3 |
| UART_Inst.RxState | 3 |
| start_Frequency | 8 |
| end_Frequency | 8 |
| command_Packet | 8 |
| DAC_Inst.DAC_Clk.clkCounter | 32 |
| UART_Inst.RxData | 8 |
| UART_Inst.RxCount | 3 |
| UART_Inst.TxBdCount | 9 |
| PacketState | 3 |
| DAC_Inst.bitCounter | 5 |
| UART_Inst.TxState | 3 |
[per-stage QoR]
| stage | setup WS (ns) | util (%) | instances | hold slack [ns] |
|---|---|---|---|---|
| floorplan | 3.720 | - | 530 | 0.4123 |
| global placement | 3.471 | 42.94 | 680 | 0.4416 |
| detailed placement | 3.422 | 42.94 | 680 | 0.4527 |
| CTS | 3.238 | 44.96 | 696 | 0.4656 |
| global route | 3.202 | 44.96 | 696 | 0.4961 |
| finish | 3.252 | 44.96 | 696 | 0.4632 |
[cell families after synthesis]
kind of cell | Yosys count | share of synthesized area (%)
AOI/OAI and AO/OA | 37 | 4.122
xor gates and xnor gates | 70 | 11.41
other | 1 | 0.06980
muxes | 7 | 1.304
adders and majority gates | 13 | 3.028
buffers and inverters | 44 | 3.889
DFF | 117 | 51.61
and+or+nand+nor | 234 | 24.57
[path summary, 6_finish.rpt]
check	startpoint	cells past startpoint	endpoint
max	UART_Inst.opTx	1	opUART_Tx
min reg2reg	DAC_Inst.DAC_Clk.clkCounter[31]	1	DAC_Inst.DAC_Clk.clkCounter[31]
min	DAC_Inst.DAC_Clk.clkCounter[31]	1	DAC_Inst.DAC_Clk.clkCounter[31]
max reg2reg	PacketState[0]	3	start_Frequency[7]
[cell type report]
class	instances	area share (%)
tap	172	3.717
clock inverter	4	0.4106
inverter	15	0.9726
clock buffer	12	4.085
sequential	117	47.89
timing repair buffer	7	1.167
multi-input combinational	369	41.75
[worst reg2reg max path, delay by kind of cell, from the launching register on]
| family | cells | cell delay (ns) |
|---|---|---|
| DFF | 1 | 0.50 |
| and+or+nand+nor | 1 | 0.43 |
| AOI/OAI and AO/OA | 2 | 0.80 |
Power and IR drop assume default switching activity.
